===== design.v =====
module sentinel_monitor (
    input       clk,
    input       rst_n,
    input [1:0] status_code_in,      
    output reg [7:0] violation_count,  
    output reg       alert_active,     
    output reg       alert_latched     
);
    reg [1:0] prev_status;
    always @(posedge clk or negedge rst_n) begin
        if (!rst_n) begin
            violation_count <= 8'd0;
            alert_active    <= 1'b0;
            alert_latched   <= 1'b0;
            prev_status     <= 2'b00;
        end else begin
            if (status_code_in != 2'b00)
                alert_active <= 1'b1;
            else
                alert_active <= 1'b0;
            if (prev_status == 2'b00 && status_code_in != 2'b00) begin
                if (violation_count < 8'hFF)
                    violation_count <= violation_count + 1'b1;
                alert_latched <= 1'b1;  
            end
            prev_status <= status_code_in;
        end
    end
endmodule

===== run.sh =====
#!/bin/bash
# OpenROAD 26Q1-2900-gdf79404cd8, Yosys 0.63+post, stock flow scripts
make -C /OpenROAD-flow-scripts/flow DESIGN_CONFIG=/design/flow/config.mk WORK_HOME=/design/flow/orfs finish

===== config.mk =====
export PLATFORM = sky130hd
export DESIGN_NAME = sentinel_monitor
export DESIGN_NICKNAME = sentinel_monitor
export VERILOG_FILES = /design/flow/design.v
export SDC_FILE = /design/flow/constraint.sdc
export NUM_CORES = 4
export LEC_CHECK = 1
export CORE_AREA = 10 10 70 70
export DIE_AREA = 0 0 80 80

===== constraint.sdc =====
current_design sentinel_monitor

set clk_period 2.8
set clk_io_pct 0.2

create_clock -name clk0 -period $clk_period [get_ports {clk}]

set non_clock_inputs [all_inputs -no_clocks]
set_input_delay [expr $clk_period * $clk_io_pct] -clock clk0 $non_clock_inputs
set_output_delay [expr $clk_period * $clk_io_pct] -clock clk0 [all_outputs]

==> flow_metrics.py <==
# Metrics from the implementation run
metrics = {
    "synth": {
        "synthCells": 46,
        "ys_seq_share": 0.5797,
        "yosys_cells": 46,
        "yosysWarnings": 1,
        "synth_cell_type_count": 19,
        "ys_ff": 12,
        "ff_type": "dfrtp_1",
        "syn_avg_cell_area_um2": 11.26,
        "edf_count": 0,
        "syn-cell-area_um2": 518.0,
        "ys_chip_area_um2": 518.0,
        "synthArstFlopShare": 1.000,
    },
    "detailed_routing": {
        "wl_mm": 1.067,
        "diodes": 0,
        "post_drt_wl_per_cell_um": 9.789,
        "drt-pass1-iter-count": 4,
        "postRouteAntennaNets": 0,
        "drc": 0,
        "viasPerCell": 3.642,
        "via_count": 397,
        "first_iter_violations": 7,
    },
    "final_timing": {
        "fin_crit_ps": 1903,
        "setup_viol": 0,
        "worst_clock_skew_ps": 0.9533,
        "period_used_share": 0.6795,
        "hold_slack_ps": 481.7,
        "max_slew_margin": 0.6596,
        "rsz0062_at_grt": "false",
        "maxSlewViolCount": 0,
        "finalHoldViolCount": 0,
        "tightest_slew_ps": 509.0,
        "fin_setup_tns_ps": 0,
        "max_freq_ghz": 0.5256,
    },
    "floorplanning": {
        "die_y_um": 80,
        "chip_area_um2": 6400,
        "ios": 14,
        "coreArea_um2": 3416,
        "fp_util": 0.1516,
        "die_w_um": 80,
        "rows": 21,
    },
    "clock_network": {
        "postCtsSetupRepairBufs": 0,
        "numCtsBuffers": 3,
        "clk_pin_slew_ps": 70,
        "cts_tree": "done",
        "clock_tree.buffer_depth": 2,
        "clock_sinks": 12,
        "hold_buffers": 0,
        "clock_latency_ps": 270,
        "htree_num_levels": 1,
        "ctsRootBufferMaster": "clkbuf_4",
        "post_cts_resized": 0,
    },
    "setup_path": {
        "critPathRequiredTime_ps": 2950,
        "critical_path_class": "primary input to register",
        "critical_path_arrival_ps": 2060,
        "critPathCaptureType": "register",
        "startpoint_type": "primary input",
        "path_max_fanout": 3,
    },
    "flow_run": {
        "tool_warnings": 25,
        "maxCapViolCount": 0,
    },
    "place": {
        "dp_hpwl_um": 871.8,
        "gp_congestion": 0.8794,
        "port_buffers": 13,
        "place_area_um2": 705.7,
    },
    "power": {
        "peakVddDrop_mv": 0.3685,
        "power_density_nw_per_um2": 754.4,
        "p_leak_nw": 0.2959,
    },
    "cells_and_area": {
        "post-route-util": 0.2172,
        "drive_above_1_share": 0.1429,
        "area_growth_pct": 43.24,
        "finalInstanceArea_um2": 742.0,
    },
    "grt": {
        "grt_pass1_vias": 393,
        "grt_overflow": 0,
        "grt_pass1_wl_mm": 1.794,
        "grt_max_degree": 13,
        "globalRouteTotalUtil": 0.03502,
        "antenna_found_initial": 0,
    },
    "min_path": {
        "hold_class": "register to register",
    },
    "status": {
        "status": "completed",
    },
}
[flip-flops by register name, indices dropped and copies added (netlist names)]
register / cells
prev_status: 2
violation_count: 8
alert_active: 1
alert_latched: 1
[per-stage QoR]
step	instances	total power [mW]	worst slack (ps)
final	109	0.5597	897.4
after global routing	109	0.6063	848.9
after global placement	105	0.4310	624.9
after floorplan	46	0.3201	1167
after CTS	109	0.5707	895.2
after detailed placement	105	0.4329	598.9
[final timing paths]
kind	startpoint	to	slack, ps	cells past startpoint
min reg2reg	alert_latched	alert_latched	480	1
max reg2reg	violation_count[2]	violation_count[5]	1300	4
max	status_code_in[1]	violation_count[5]	900	5
max in group asynchronous	rst_n	violation_count[6]	1840	1
min in group asynchronous	rst_n	violation_count[7]	630	1
min	alert_latched	alert_latched	480	1
[cells in the mapped netlist, types with 2 or more instances]
| library cell | n | area [µm²] |
|---|---|---|
| nor2b_1 | 2 | 12.51 |
| xor2_1 | 2 | 17.52 |
| mux2_1 | 2 | 22.52 |
| or2_2 | 2 | 12.51 |
| dfrtp_1 | 12 | 300.3 |
| nand3_1 | 2 | 10.01 |
| nor2_1 | 6 | 22.52 |
| nand2_1 | 3 | 11.26 |
| nand4_1 | 2 | 12.51 |
| inv_1 | 3 | 11.26 |
| a31oi_1 | 2 | 12.51 |
[cell usage in the layout (no fill, tap or decap), drive strengths merged]
master / netlist / final
nor3: 1 / 1
xnor2: 1 / 1
nor2: 6 / 6
inv: 3 / 3
nand2: 3 / 3
a21oi: 1 / 1
nor2b: 2 / 2
clkdlybuf4s50: 0 / 13
clkbuf: 0 / 4
mux2: 3 / 3
a41oi: 1 / 1
or2: 2 / 2
or4: 1 / 1
o21ai: 1 / 1
dfrtp: 12 / 12
ha: 1 / 1
a31oi: 2 / 2
xor2: 2 / 2
nand4: 2 / 2
nand3: 2 / 2
[power breakdown]
group | switching [mW] | internal (mW) | leakage, nW
Combinational | 0.0490 | 0.109 | 0.133
Clock | 0.0554 | 0.0790 | 0.0210
Sequential | 0.0517 | 0.216 | 0.142
[kinds of logic after synthesis]
group | Yosys count | share of synthesized area
simple gates | 19 | 0.1981
flops | 12 | 0.5797
compound gates | 5 | 0.06037
xor+xnor | 3 | 0.05073
buf+inv | 3 | 0.02174
mux | 3 | 0.06521
fa+ha+maj | 1 | 0.02415
[final cells by class]
| class | instances | area, µm² |
|---|---|---|
| Clock buffer | 4 | 36.28 |
| Fill cell | 369 | 2674 |
| Inverter | 3 | 11.26 |
| Multi-Input combinational cell | 31 | 206.4 |
| Sequential cell | 12 | 300.3 |
| Tap cell | 46 | 57.56 |
| Timing Repair Buffer | 13 | 130.1 |
[layer usage]
metal	up-vias	GRT usage	share of wire
li1	194	-	-
met5	-	0	0
met1	187	0.04969	0.54
met4	0	0.003521	0
met2	16	0.04334	0.34
met3	0	0.02386	0.11
[worst max-delay path, cell delays in order]
cell and delay [ps]:
clkdlybuf4s50_1 470, nor2_1 80, or4_4 500, nor2_1 120, mux2_1 330
Power and IR drop assume default switching activity.
