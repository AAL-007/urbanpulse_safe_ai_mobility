==> design/flow/design.v <==
module greenflow_gate (
    input               clk,
    input               rst_n,
    input       [15:0]  llm_requested_kw,    
    input               ai_data_valid,       
    input       [15:0]  battery_temp_c,      
    input       [15:0]  grid_limit_hard,     
    input       [15:0]  temp_limit_hard,     
    output reg  [15:0]  safe_power_out,      
    output reg  [1:0]   status_code          
);
    localparam FAILSAFE_POWER = 16'd0;
    localparam HYSTERESIS_GAP = 16'd3;       
    reg thermal_lockout;  
    always @(posedge clk or negedge rst_n) begin
        if (!rst_n) begin
            safe_power_out  <= FAILSAFE_POWER;
            status_code     <= 2'b00;
            thermal_lockout <= 1'b0;
        end else begin
            if (battery_temp_c >= temp_limit_hard) begin
                thermal_lockout <= 1'b1;  
            end else if (battery_temp_c < (temp_limit_hard - HYSTERESIS_GAP)) begin
                thermal_lockout <= 1'b0;  
            end
            if (!ai_data_valid) begin
                safe_power_out <= FAILSAFE_POWER;
                status_code    <= 2'b11;  
            end
            else if (thermal_lockout) begin
                safe_power_out <= 16'd0; 
                status_code    <= 2'b10;  
            end
            else if (llm_requested_kw > grid_limit_hard) begin
                safe_power_out <= grid_limit_hard;
                status_code    <= 2'b01;  
            end
            else begin
                safe_power_out <= llm_requested_kw;
                status_code    <= 2'b00;  
            end
        end
    end
endmodule
module led_status (
    input  [1:0] status_code,
    output reg led_green,
    output reg led_yellow,
    output reg led_red
);
always @(*) begin
    case (status_code)
        2'b00: begin
            led_green  = 1;
            led_yellow = 0;
            led_red    = 0;
        end
        2'b01: begin
            led_green  = 0;
            led_yellow = 1;
            led_red    = 0;
        end
        2'b10: begin
            led_green  = 0;
            led_yellow = 0;
            led_red    = 1;
        end
        2'b11: begin
            led_green  = 0;
            led_yellow = 0;
            led_red    = 1;
        end
    endcase
end
endmodule
module top (
    input clk,
    input rst_n,
    input [15:0] llm_kw,
    input ai_valid,
    input [15:0] batt_temp,
    input [15:0] grid_max,
    input [15:0] temp_max,
    output [15:0] power_out,
    output led_green,
    output led_yellow,
    output led_red
);
wire [1:0] status;
greenflow_gate core (
    .clk(clk),
    .rst_n(rst_n),
    .llm_requested_kw(llm_kw),
    .ai_data_valid(ai_valid),
    .battery_temp_c(batt_temp),
    .grid_limit_hard(grid_max),
    .temp_limit_hard(temp_max),
    .safe_power_out(power_out),
    .status_code(status)
);
led_status ui (
    .status_code(status),
    .led_green(led_green),
    .led_yellow(led_yellow),
    .led_red(led_red)
);
uart_debug dbg(
    .clk(clk),
    .rst_n(rst_n),
    .status_code(status),
    .tx(uart_tx)
);
endmodule
module uart_debug (
    input clk,
    input rst_n,
    input [1:0] status_code,
    output tx
);
reg [7:0] msg;
reg send;
wire busy;
uart_tx uart (
    .clk(clk),
    .rst_n(rst_n),
    .data(msg),
    .send(send),
    .tx(tx),
    .busy(busy)
);
always @(posedge clk or negedge rst_n) begin
    if (!rst_n) begin
        msg  <= 8'h00;
        send <= 1'b0;
    end else if (!busy) begin
        send <= 1'b1;
        case (status_code)
            2'b00: msg <= "N";  
            2'b01: msg <= "C";  
            2'b10: msg <= "T";  
            2'b11: msg <= "F";  
        endcase
    end else begin
        send <= 1'b0;
    end
end
endmodule
module uart_tx #(
    parameter CLK_FREQ = 50000000,
    parameter BAUDRATE = 115200
)(
    input clk,
    input rst_n,
    input [7:0] data,
    input send,
    output reg tx,
    output reg busy
);
localparam TICKS = CLK_FREQ / BAUDRATE;
reg [31:0] count;
reg [3:0] bitpos;
reg [9:0] shift;
always @(posedge clk or negedge rst_n) begin
    if(!rst_n) begin
        tx <= 1'b1;
        busy <= 0;
        count <= 0;
        bitpos <= 0;
    end else begin
        if(send && !busy) begin
            shift <= {1'b1, data, 1'b0};
            busy <= 1;
            bitpos <= 0;
            count <= 0;
        end else if(busy) begin
            if(count == TICKS) begin
                tx <= shift[0];
                shift <= shift >> 1;
                bitpos <= bitpos + 1;
                count <= 0;
                if(bitpos == 9) busy <= 0;
            end else begin
                count <= count + 1;
            end
        end
    end
end
endmodule
==> design/flow/run.sh <==
#!/bin/bash
# OpenROAD 26Q1-2900-gdf79404cd8, Yosys 0.63+post, stock flow scripts
make -C /OpenROAD-flow-scripts/flow DESIGN_CONFIG=/design/flow/config.mk WORK_HOME=/design/flow/orfs finish
==> design/flow/config.mk <==
export PLATFORM = sky130hd
export DESIGN_NAME = top
export DESIGN_NICKNAME = top
export VERILOG_FILES = /design/flow/design.v
export SDC_FILE = /design/flow/constraint.sdc
export NUM_CORES = 4
export LEC_CHECK = 1
export CORE_AREA = 10 10 110 110
export DIE_AREA = 0 0 120 120
==> design/flow/constraint.sdc <==
current_design top

set clk_period 2.1
set clk_io_pct 0.2

create_clock -name clk0 -period $clk_period [get_ports {clk}]

set non_clock_inputs [all_inputs -no_clocks]
set_input_delay [expr $clk_period * $clk_io_pct] -clock clk0 $non_clock_inputs
set_output_delay [expr $clk_period * $clk_io_pct] -clock clk0 [all_outputs]
==> flow_summary_export.csv <==
group,metric,value,unit
run_status,status,"finished with violations",
run_status,violations,"negative setup slack",
sta,setup_slack,-0.273,ns
cts,cts-root-buf,"clkbuf_8",
sta,setup_viol,1,
pwr,seqPwrFrac,0.309,
yosys,area_leaders,"ha_1 (27%), dfrtp_1 (22%), a21oi_1 (6.8%), inv_1 (5.7%), o211ai_1 (5.6%)",
pwr,total_power,1.47,mW
yosys,async_reset_ff_frac,1.00,
cts,htreeDepth,1,
grt,grt_pass1_vias,2557,
sta,drv_slew,0,
die,num_rows,36,
routing,diodes,0,
yosys,top_area_frac,0.267,
final_layout,final_area,4080,um2
grt,busiest_layer,"met2",
die,core,9770,um2
pwr,p_int,0.994,mW
pwr,p_sw_frac,0.322,
yosys,top_area_cell,"ha_1",
routing,drt_wl_total,7.51,mm
sta,fin_skew,0.00329,ns
final_layout,n_fill_cell,935,
pwr,clkPwrFrac,0.179,
cts,clockBufferDepth,2,
sta,worst_slew_pin_slew,0.326,ns
die,dieArea,14400,um2
flow_run,drv_cap,0,
cts,worstSkewPairLatency,0.26,ns
setup_path,critPathKind,"input port to flip-flop",
grt,grtUsageMet2,0.166,
setup_path,critPathLaunchType,"input port",
cts,cts-buffers-inserted,3,
final_layout,area_growth,77.6,%
yosys,yosysCellCount,272,
pwr,power_density,359,nW/um2
yosys,yosys_area,2300,um2
pwr,total_leakage_power,1.82,nW
routing,drc,0,
cts,cts_tree,"built",
place,postPlaceCellArea,3760,um2
grt,grt_max_degree,22,
grt,gr-usage-all-layers,0.102,
grt,grt_pass1_wl,12.5,mm
sta,tns,-0.273,ns
place,gp_congestion,0.905,
yosys,common_cells,"ha_1 (49), inv_1 (35), a21oi_1 (31)",
sta,max_freq,421,MHz
routing,dr.pass1.iters,4,
routing,drt_iter0_drc,124,
routing,drtAntennaViolNets,0,
sta,relSlewSlack,0.781,
sta,fin_crit_sh,1.13,
pwr,switchingPower,0.472,mW
die,ios,86,
grt,grt_use_met3,0.0176,
die,die_height,120,um
routing,routedWlPerCell,14.0,um
routing,via_per_inst,4.65,
grt,overflow,0,
yosys,synthesis.area_per_instance,8.45,um2
cts,clk_pin_slew_worst_paths,0.07,ns
setup_path,critPathMaxFanout,4,
setup_path,end_kind,"flip-flop",
yosys,ys.flops,21,
sta,post-route-min-period,2.37,ns
setup_path,critPathArrivalTime,2.50,ns
min_path,hold_path_class,"input port to flip-flop",
yosys,ys_seq_share,0.229,
pwr,p_comb_frac,0.512,
grt,gr-usage-met1,0.145,
place,port_buffers,85,
yosys,syn_inst,272,
routing,vias,2496,
place,dp_hpwl,5.95,mm
grt,antenna_found_initial,0,
yosys,syn-cell-area,2300,um2
pwr,ir_drop,179,uV
yosys,edf_count,0,
yosys,yosysUniqueCellTypes,43,
sta,timing.final.hold_violations,0,
die,die_x,120,um
die,fp_util,0.235,
cts,clock_sinks,21,
sta,rsz0062_at_grt,"yes",
setup_path,crit_required,2.23,ns
flow_run,warnings,29,
yosys,top_cell,"ha_1",
yosys,ff_type,"dfrtp_1",
final_layout,drive_gt1_frac,0.371,
yosys,yosys_warnings,5,
## power by group through the flow
stage | combinational [mW] | clock (mW) | sequential, mW
after CTS | 0.725 | 0.274 | 0.453
final | 0.750 | 0.263 | 0.453
after global routing | 0.837 | 0.286 | 0.457
## metal layers
metal	wire length, um	up-vias	share of wire
li1	-	1253	-
met1	3540	1158	0.47
met2	3370	83	0.45
met3	574	2	0.076
met4	25	0	0.0033
met5	0	-	0
## per-stage QoR
step | utilization | hold WS, ns | instances | setup WS (ns)
detailed placement | 0.385 | 0.541 | 525 | -0.990
floorplan | - | 0.124 | 272 | -0.253
global placement | 0.385 | 0.541 | 525 | -0.891
CTS | 0.408 | 0.429 | 538 | -0.241
finish | 0.418 | 0.410 | 537 | -0.273
global route | 0.418 | 0.400 | 537 | -0.434
## cell usage in the layout, fill, tap and decap left out, types with 11 or more instances in the layout
cell / netlist / final
a21oi_1: 31 / 22
inv_1: 35 / 23
ha_4: 0 / 12
dlygate4sd2_1: 0 / 12
o211ai_1: 17 / 17
ha_1: 49 / 36
clkdlybuf4s50_1: 0 / 47
xnor2_1: 12 / 11
buf_4: 1 / 47
dfrtp_1: 20 / 20
o21ai_2: 0 / 12
## registers in the layout, indices dropped and copies added (netlist names)
name / cells
core.safe_power_out: 16
core.status_code: 4
core.thermal_lockout: 1
## layout make-up
| class | count | area, um2 | area share |
|---|---|---|---|
| clock buffers | 4 | 45.0 | 0.0110 |
| multi-input cells | 206 | 1980 | 0.485 |
| inverters | 35 | 146 | 0.0359 |
| well taps | 133 | 166 | 0.0408 |
| repair buffers | 138 | 1220 | 0.299 |
| flip-flops and latches | 21 | 527 | 0.129 |
## kinds of logic (layout without fill, tap and decap cells)
kind of cell / Yosys count / in the layout / synth area share
DFF: 21 / 21 / 0.229
adders and majority gates: 49 / 49 / 0.267
buffers and inverters: 45 / 177 / 0.0860
xor gates and xnor gates: 13 / 13 / 0.0495
and+or+nand+nor: 59 / 59 / 0.149
AOI/OAI and AO/OA: 85 / 85 / 0.220
## critical path, stage by stage
cell and delay, ns:
clkbuf_2 0.11, nor4_4 0.35, and2b_2 0.23, nand3_4 0.09, nor2_4 0.11, xnor2_2 0.08, ha_1 0.33, and4_1 0.23
a221o_1 0.29, a31oi_1 0.17, o211ai_1 0.10
## worst paths after layout
kind | startpoint | end | slack [ns] | cells past startpoint
setup / recovery | temp_max[4] | core.thermal_lockout | -0.27 | 11
hold / removal | llm_kw[15] | core.safe_power_out[15] | 0.41 | 3
setup reg to reg | core.thermal_lockout | core.safe_power_out[14] | 1.02 | 3
hold reg to reg | core.thermal_lockout | core.status_code[1] | 0.57 | 1
max in group asynchronous | rst_n | core.status_code[0] | 1.31 | 2
min in group asynchronous | rst_n | core.safe_power_out[5] | 0.51 | 2
## repair_timing
item / 4_1_cts / 5_1_grt
setup buffers: 9 / 1
gates cloned: 1 / 0
hold buffers: 0 / 0
setup endpoints to repair: 19 / 17
gates resized: 130 / 58
pin swaps: 29 / 28
No activity file was given, so power comes from the tool's default toggle rates.
